<file path="./config.mk">
export PLATFORM = sky130hd
export DESIGN_NAME = IAMS
export DESIGN_NICKNAME = IAMS
export VERILOG_FILES = /design/flow/design.v
export SDC_FILE = /design/flow/constraint.sdc
export NUM_CORES = 4
export LEC_CHECK = 1
export CORE_UTILIZATION = 30
</file>
<file path="./constraint.sdc">
current_design IAMS

set clk_period 9.7
set clk_io_pct 0.2

create_clock -name clk0 -period $clk_period [get_ports {clk}]

set non_clock_inputs [all_inputs -no_clocks]
set_input_delay [expr $clk_period * $clk_io_pct] -clock clk0 $non_clock_inputs
set_output_delay [expr $clk_period * $clk_io_pct] -clock clk0 [all_outputs]
</file>
<file path="./design.v">
`timescale 1ns / 1ps
module IAMS
#(
    parameter MESSAGE_WIDTH = 4,
    parameter PROBABILITY_WIDTH = 6,
    parameter M = 2,
    parameter N = 4
)(
    input clk,
    input rst,
    input decode_enable,
    input load_input,
    input [MESSAGE_WIDTH-1:0] gamma_input,
    output reg [N-1:0] codeword,
    output reg calculated
    );
    localparam max_iter = 10;
    localparam layers = 4;
    localparam H_row = 4;
    localparam H_col = 2;
    integer row, col, cycle_count;
    reg signed [MESSAGE_WIDTH-1:0] H [0:H_row][0:H_col];
    reg signed [MESSAGE_WIDTH-1:0] alpha [0:M-1][0:N-1];
    reg signed [MESSAGE_WIDTH-1:0] beta [0:N-1][0:M-1];
    reg signed [1:0] tau [0:M-1][0:N-1];
    reg signed [MESSAGE_WIDTH-1:0] lambda;
    reg signed [PROBABILITY_WIDTH-1:0] gamma [0:N-1];
    reg [N-1:0] codeword_intermediate;
    reg [3:0] state;
    integer i,j;
    integer iteration,l;
    wire condition1,condition2,condition3,condition4,condition5,condition6,condition7;
    wire min_finder_unit_enable;
    wire [MESSAGE_WIDTH-1:0] min_finder_unit_input;
    wire [MESSAGE_WIDTH-1:0] min_value1,min_value2,min_index1,min_index2;
    reg signed [1:0] negative_one;
    find_min_secondmin
    #(
        .DATA_WIDTH(MESSAGE_WIDTH),
        .SIZE(N)
     ) min_finder_unit(
        .clk(clk),
        .rst(rst),
        .enable(min_finder_unit_enable),
        .index(cycle_count),
        .value(min_finder_unit_input),
        .min_value1(min_value1),
        .min_value2(min_value2),
        .min_index1(min_index1),
        .min_index2(min_index2)        
     );
     reg signed [MESSAGE_WIDTH-1:0] vector_out [0:H_col];
     genvar e;
     generate
        for(e=0;e<H_col;e=e+1)
        begin
            always @(posedge clk)
            begin
                if(rst || state == 0)
                begin
                    vector_out[e] <= 0;
                end
                else if(state == 6)
                begin
                    vector_out[e] <= vector_out[e] + H[cycle_count][e] * codeword_intermediate[cycle_count];
                end
            end
        end
     endgenerate
     reg all_zeroes;
    always @(posedge clk)
    begin
        if(rst)
        begin
            for(i=0;i<M;i=i+1)
            begin
                for(j=0;j<N;j=j+1)
                begin
                    alpha[i][j] <= 0;
                end
            end
            row <= 0;
            col <= 0;
            cycle_count <= 0;
            state <= 0;
            negative_one <= -1;
            lambda <= 1;
            iteration <= 1;
            l <= 1;
            calculated <= 0;
            all_zeroes <= 1;
        end
        else
        begin
            case (state)
                0:
                    begin
                        if(load_input)
                        begin
                            gamma[cycle_count] <= gamma_input;
                            if(cycle_count < N-1)
                            begin
                                cycle_count <= cycle_count + 1;
                            end
                            else
                            begin
                                cycle_count <= 0;
                                state <= state + 1;
                            end
                        end
                    end
                1:
                    begin
                        if(condition1)
                        begin
                            beta[row][col] <= gamma[row] - alpha[col][row];
                        end
                        tau[col][row] <= 1;
                        if(col < M-1)
                        begin
                            col <= col + 1;
                        end
                        else
                        begin
                            col <= 0;
                            if(row < N-1)
                            begin
                                row <= row + 1;
                            end
                            else
                            begin
                                row <= 0;
                                state <= state + 1;
                            end
                        end
                    end
                2:
                    begin
                        if(condition2)
                        begin
                            if(beta[col][row] < 0)
                            begin
                                tau[row][col] <= tau[row][col] * negative_one;
                            end
                            else if(beta[col][row] == 0)
                            begin
                                tau[row][col] <= tau[row][col] * 0;
                            end
                        end
                        if(col < N-1)
                        begin
                            col <= col + 1;
                        end
                        else
                        begin
                            col <= 0;
                            if(row < M-1)
                            begin
                                row <= row + 1;
                            end
                            else
                            begin
                                row <= 0;
                                state <= state + 1;
                            end
                        end
                    end
                3:
                    begin
                        if(cycle_count < M-1)  
                        begin
                            cycle_count <= cycle_count + 1;
                        end
                        else
                        begin
                            cycle_count <= 0;
                            if(condition3)
                            begin
                                if(min_value1 > lambda)
                                begin
                                    alpha[row][col] <= tau[row][col] * (min_value1 - lambda);
                                end
                                else
                                begin
                                    alpha[row][col] <= 0;
                                end
                            end
                            else
                            begin
                            end
                            if(col < N-1)
                            begin
                                col <= col + 1;
                            end
                            else
                            begin
                                col <= 0;
                                if(row < M-1)
                                begin
                                    row <= row + 1;
                                end
                                else
                                begin
                                    row <= 0;
                                    state <= state + 1;
                                end
                            end
                        end
                    end
                4:
                    begin
                        if(condition4)
                        begin
                            gamma[row] <= beta[row][col] + alpha[col][row];
                        end
                        if(col < M-1)
                        begin
                            col <= col + 1;
                        end
                        else
                        begin
                            col <= 0;
                            if(row < N-1)
                            begin
                                row <= row + 1;
                            end
                            else
                            begin
                                row <= 0;
                                if(l < layers)
                                begin
                                    l <= l + 1;
                                    state <= 1;
                                end
                                else
                                begin
                                    state <= state + 1;
                                end
                            end
                        end
                    end
                5:
                    begin
                        if(gamma[cycle_count] >= 0)
                        begin
                            codeword_intermediate[cycle_count] <= 0;
                        end
                        else 
                        begin
                            codeword_intermediate[cycle_count] <= 1;
                        end
                        if(cycle_count < N-1)
                        begin
                            cycle_count <= cycle_count + 1;
                        end
                        else
                        begin
                            cycle_count <= 0;
                            state <= state + 1;
                        end
                    end
                6:
                    begin
                        if(cycle_count < N-1)
                        begin
                            cycle_count <= cycle_count + 1;
                        end
                        else
                        begin
                            cycle_count <= 0;
                            state <= state + 1;
                            all_zeroes <= 1;
                        end
                    end
                7:
                    begin
                        if(cycle_count < H_col)
                        begin
                            cycle_count <= cycle_count + 1;
                            if(vector_out[cycle_count] != 0)
                            begin
                                all_zeroes <= 0;
                            end
                        end
                        else
                        begin
                            cycle_count <= 0;
                            state <= state + 1;
                        end                    
                    end
                8:
                    begin
                        if(all_zeroes)
                        begin
                            state <= state + 1;
                        end
                        else 
                        begin
                            if(iteration < max_iter)
                            begin
                                iteration <= iteration + 1;
                                l <= 0;
                                state <= 1;
                            end
                            else
                            begin
                                state <= state + 1;
                            end                        
                        end
                    end
                9:
                    begin
                        codeword[cycle_count] <= codeword_intermediate[cycle_count];
                        if(cycle_count < N-1)
                        begin
                            cycle_count <= cycle_count + 1;
                        end
                        else
                        begin
                            cycle_count <= 0;
                            state <= state + 1;
                            calculated <= 1;
                        end                       
                    end
                 10:
                    begin
                    end
            endcase
        end
    end
endmodule
`timescale 1ns / 1ps
module find_min_secondmin
#(
    parameter DATA_WIDTH = 6,
    parameter SIZE = 8
)(
    input clk,
    input rst,
    input enable,
    input [DATA_WIDTH-1:0] index,
    input signed [DATA_WIDTH-1:0] value,
    output reg [DATA_WIDTH-1:0] min_value1,
    output reg [DATA_WIDTH-1:0] min_value2,
    output reg [DATA_WIDTH-1:0] min_index1,
    output reg [DATA_WIDTH-1:0] min_index2
);
    wire signed [DATA_WIDTH-1:0] abs_value;
    assign abs_value = value[DATA_WIDTH-1] ? -value : value;
    always @(posedge clk)
    begin
        if(rst)
        begin
            min_index1 <= {DATA_WIDTH{1'b0}};
            min_index2 <= {DATA_WIDTH{1'b0}};
            min_value1 <= {1'b0,{DATA_WIDTH-1{1'b1}}};
            min_value2 <= {1'b0,{DATA_WIDTH-1{1'b1}}};
        end
        else if(enable)
        begin
            if(index < SIZE)
            begin
                if(abs_value <= min_value1)
                begin
                    min_value2 <= min_value1;
                    min_index2 <= min_index1;
                    min_value1 <= abs_value;
                    min_index1 <= index;
                end
                else if(abs_value < min_value2)
                begin
                    min_value2 <= abs_value;
                    min_index2 <= index;
                end
            end
        end
    end
endmodule
</file>
<file path="./run.sh">
#!/bin/bash
# OpenROAD 26Q1-2900-gdf79404cd8, Yosys 0.63+post, stock flow scripts
make -C /OpenROAD-flow-scripts/flow DESIGN_CONFIG=/design/flow/config.mk WORK_HOME=/design/flow/orfs finish
</file>
==> summary.txt <==
YS warnings: 17
Post-cts resize count: 0
Setup bufs post-CTS: 0
Cell taking the most area after synthesis: dfxtp_1
EDFF count, synth: 8
Critical path startpoint category: input port
Fill cell count: 3171
Hold_buf cts: 0
CP Data Required Time: 10060 ps
Sink Count: 174
Root Buffer: clkbuf_16
Number of H-tree levels: 4
Skew final: 12.45 ps
FF-to-FF setup slack: 5320 ps
Cell variety after synth: 72
Total CTS buffers: 17
FF-to-FF Start: cycle_count[0]
PortBufs: 7
Period minus WS final: 4399 ps
DR vias: 7918
DRC Markers: 0
Yosys stat area: 0.009435 mm2
Layout area overhead: 10.82%
DR vias/cell: 5.037
Top comb family, area: simple AND/OR/NAND/NOR gates
Clock latency (worst-skew pair): 420 ps
Overflow after GRT: 0
Hold slack: 441.0 ps
RSZ-0062 raised after global routing: no
DRT iter0 DRCs: 527
Fp_density: 30.68%
Worst r2r dst: codeword[2]
Top cell area share: 35.22%
Placement Rows: 64
Complex Gates by Area: 9.415%
Post-synth regs: 174
Top post-synthesis cells by count: nor2_1 (210), dfxtp_1 (166), nand2_1 (88), xnor2_1 (84)
Tool Warnings: 37
Mux cell area share after synthesis: 1.485%
Cell count in the Yosys report: 1178
Yosys adder share: 1.724%
Placed cells: 1540
Logic area: 0.005479 mm2
CTS tree: yes
# diodes: 0
MaxCap Viol Count: 0
Clock Tree Buf Depth: 2
Period utilisation layout: 45.35%
Slew Viols, Final: 0
Post-synthesis sequential area ratio: 37.77%
WP data arrival: 4760 ps
Worst-path fanout max: 8
Worst-margin pin slew: 852.0 ps
Xor/xnor share of the synthesized area: 12.90%
Die area: 0.03216 mm2
Largest net degree at the start of global routing: 44
Simple share: 32.54%
Synth top cell by count: nor2_1
GPL Wtd Cong: 0.8770
Most used DFF post-synth: dfxtp_1
F_max: 227.3 MHz
First-pass GRT wire length: 34090 um
Pleak: 3.470 nW
Register area: 0.003563 mm2
CORE AREA: 0.03075 mm2
Asr flop ratio synth: 0%
Die width: 179.3 um
Peak supply drop: 0.0001215 V
Clk pin slew, worst setup/hold paths: 70 ps
Fin util: 34.00%
Final Setup Violations: 0
Final-report hold violation count: 0
Synthesized area per cell: 8.010 um2
# IOs: 13
DP HPWL: 13630 um
Slew headroom: 41.73%
Power per cell area: 150.0 mW/mm2
Antenna violations before repair: 0
Share of cells above drive strength 1: 5.102%
Biggest area cells: dfxtp_1 (35%), nor2_1 (8.4%), xnor2_1 (7.8%), xor2_1 (5.1%), nand2_1 (3.5%)
CP Launch Point: load_input
DR WL/cell: 12.52 um
Mapped Cells: 1178
Non-Filler Instances: 1572
Vias in the first global route: 7188
R2R cell count: 11
Status: complete, no violations
Total Routing Usage GR: 12.89%
Crit Path Class: input port to register
TNS Setup: 0 ps
Antenna-violating nets left: 0
Die H: 179.3 um
Post-Syn Area: 0.009435 mm2
Crit end category: register
Worst Hold Class: register to register
First-pass DRT Iterations: 7
Crit path to: cycle_count[15]
Final WL: 19690 um
==> worst max-delay path, stage by stage <==
cell,delay (ps)
clkdlybuf4s50_1,540
mux2i_1,100
a21oi_1,250
nand2_1,230
nor4_1,790
nand2_1,130
or4b_2,630
a21oi_1,150
==> layout make-up <==
cell class              count  share of cell area [%]
repair buffers             21                   1.675
flip-flops and latches    174                   34.08
clock inverters            14                   1.388
well taps                 396                   4.739
inverters                  45                   1.615
multi-input cells         904                   52.40
clock buffers              18                   4.104
==> cells in the final DEF, fill, tap and decap left out, drive strengths merged, types with 4 or more instances in the layout <==
cell and n:
nor2 210, dfxtp 166, nand2 88, xnor2 84, nand3 55, xor2 55, inv 54, nor4 52
nand4 44, nor3 42, o21ai 38, a21oi 37, and3 33, or3 26, clkbuf 18, buf 14
ha 13, nor2b 10, or4 9, edfxtp 8, and2 7, and4 7, clkdlybuf4s50 7, o211ai 6
mux2 6, a211oi 5, mux2i 5, o311a 4, o41ai 4
==> how the worst min path moves through the flow <==
stage | from | end | slack (ps) | cells after the start
after CTS | iteration[31] | iteration[31] | 440 | 2
after global routing | iteration[31] | iteration[31] | 480 | 2
final | iteration[31] | iteration[31] | 440 | 2
==> logic make-up after synthesis <==
family,count (synthesis)
AND/OR/NAND/NOR,604
buffers and inverters,100
XOR/XNOR,139
adder cells (fa/ha/maj),13
AND-OR/OR-AND,136
multiplexers,12
flip-flops,174
==> routing by layer <==
layer	track usage (%)	share of wire [%]
met1	19.83	52
met2	19.55	43
met3	2.194	3.6
met4	1.856	1.1
met5	0	0
==> flip-flops by register name, summed over array words and instances, names as in the netlist <==
register	count
col	32
cycle_count	32
iteration	32
l	32
row	32
codeword	4
codeword_intermediate	4
state	4
all_zeroes	1
calculated	1
==> report_power, final <==
group | total, W | internal, W | switching (W)
clock | 0.000674 | 0.000365 | 0.000309
combinational | 0.000167 | 0.0000639 | 0.000103
sequential | 0.000728 | 0.000721 | 0.00000689
total | 0.00157 | 0.00115 | 0.000419
==> through the flow <==
step / total power (W) / worst slack (ps) / area (um2)
floorplan: 0.0008718 / 5983 / 9435
global placement: 0.0009075 / 4892 / 9882
detailed placement: 0.0009086 / 4871 / 9882
CTS: 0.001590 / 5312 / 10460
global route: 0.001637 / 4918 / 10460
finish: 0.001569 / 5301 / 10460
Power figures rest on the tool's default switching activity, not on a simulated workload.
